`/design/flow/run.sh`:
```
#!/bin/bash
# OpenROAD 26Q1-2900-gdf79404cd8, Yosys 0.63+post, stock flow scripts
make -C /OpenROAD-flow-scripts/flow DESIGN_CONFIG=/design/flow/config.mk WORK_HOME=/design/flow/orfs finish
```
`/design/flow/config.mk`:
```
export PLATFORM = sky130hd
export DESIGN_NAME = adder
export DESIGN_NICKNAME = adder
export VERILOG_FILES = /design/flow/design.v
export SDC_FILE = /design/flow/constraint.sdc
export NUM_CORES = 4
export LEC_CHECK = 1
export CORE_AREA = 10 10 70 70
export DIE_AREA = 0 0 80 80
```
`/design/flow/constraint.sdc`:
```
current_design adder

set clk_period 3.0
set clk_io_pct 0.2

create_clock -name clk0 -period $clk_period

set non_clock_inputs [all_inputs -no_clocks]
set_input_delay [expr $clk_period * $clk_io_pct] -clock clk0 $non_clock_inputs
set_output_delay [expr $clk_period * $clk_io_pct] -clock clk0 [all_outputs]
```
`/design/flow/design.v`:
```
`timescale 1ns/1ns
module adder (input [3:0]a,b, input ci , output [3:0]sum ,output co);
assign{co,sum} = a+b+ci;
endmodule
```
==> results.txt <==
Implementation progress

The flow ran to the end, and the final reports show no timing, DRC or antenna violations. The total inserted antenna cells stands at 0. The final clock period utilization by the worst path stands at a little over nine tenths. Following the worst setup path forward leads to its endpoint at sum[1]. Based on the critical path, the design can be clocked at up to around 0.35 GHz.

The leakage power figure stands at ~0.14 nW. Yosys reports that the leading cell type by area covers between 20% and 30% of the netlist area. The critical path maximum fanout is 2. The number of clock buffers in the layout stands at 0. The setup path with the least slack is of type in -> out. The die is about 80 um tall. The Yosys step of the flow raised 0 warnings. The post-route worst hold slack stands at 2062 ps. The number of warnings the tools reported stands at 35.

The total number of sequential cells stands at 0. Synthesis produced a netlist whose cell count is 16. The share of final-layout standard cells stronger than drive strength 1 stands at between 10% and 20%. According to the Yosys statistics, the synthesized design has a chip area of approximately 140 um2. The cell area that synthesis handed to floorplanning was approximately 140 um2. The synthesized netlist was found by Yosys to have 16 cells. Per the power-grid run, VDD falls by no more than between 0.000015 and 0.00002 V. After detailed placement, the total cell area comes to between 300 and 400 um2. The largest total area in the synthesized netlist belongs to fa_1. Tracing the worst setup path back leads to its startpoint at ci.

The post-CTS setup-driven buffer insertion count stands at 0. In this run the power density over the cells is around 170 mW/mm2. The final timing report lists a hold violation count of 0. Compared with the post-synthesis result, the final layout area differs by 138.3%.

By count the netlist is led by inv_1, ha_1, fa_1, xnor2_1. The final-report max-slew violation count stands at 0. The clock period could shrink to 2872 ps. The post-cts resize count stands at 6. The max-slew check reports its worst relative slack as 90.69%. Per the post-synthesis stats, the area per cell is roughly 9 um2.

The critical path required time stands at roughly 2400 ps. The half-perimeter wire length after placement stands at about 480 um. The count of buffers inserted at the top-level ports stands at 14. Per the run summary, max-cap violations total 0.

Before antenna repair, the detailed router went through 2 iterations. STA classifies the critical path startpoint as an input pin. Per the detailed-route log, wirelength across all metal layers totals 504 um. The region available for standard cell placement spans between 0.003 and 0.004 mm2. The largest net degree at the start of global routing stands at 4. The final design instance area without fill stands at 342.8 um2. Dividing the detail-routed wire length by the instance count gives roughly 6.6 um. Row generation in the floorplan step produced 21 rows. The worst path meets setup with ~130 ps of slack. The register share after synthesis stands at 0%. The DRC violation count after routing stands at 0. The number of global-route vias before repair came to 146. The floorplan core density stands at between 4 and 5%.

The slew of the pin with the lowest slew margin stands at 138.7 ps. Global routing finished with a remaining overflow of 0. The die outline width stands at 80 um. The worst setup path is captured at a primary output.

Detailed routing inserted a total of 154 vias. The count of unique library cells instantiated by Yosys stands at 9. The pre-CTS setup check shows a worst slack of -94.94 ps. The worst hold path belongs to the class in -> out. The synthesis stats list as the most numerous cell inv_1. The number of failing setup endpoints in the final timing report stands at 0. The remaining antenna violation count stands at 0. The number of DRC markers in iteration 0 stands at 1.

For this run, the total global-route usage over all layers was measured as about 1.4%. During I/O placement, the number of pins put on the boundary was 14. The global placement routability congestion stands at 0.7700. The area taken by sequential standard cells is reported as 0 um2.

The count of hold-fix buffers inserted at cts stands at 0. Setup repair after global routing left no endpoint under its margin. Ranked by total cell area, the synthesized netlist is headed by fa_1, ha_1, xnor2_1. The initial antenna violation count stands at 0.

The first global-routing pass estimated between 700 and 800 um of wire. The via density per instance stands at ~2.0. The worst path arrival time stands at between 2000 and 2500 ps.

The chip occupies ~0.0064 mm2.
## power breakdown
part / leakage (nW) / internal, mW / switching (mW)
logic: 0.137 / 0.0398 / 0.0169
clock network: 0 / 0 / 0
registers: 0 / 0 / 0
total: 0.137 / 0.0398 / 0.0169
## logic make-up after synthesis
kind of cell,share of synthesized area [%]
xor gates and xnor gates,12.18
and+or+nand+nor,8.701
adders and majority gates,53.92
AOI/OAI and AO/OA,14.78
buffers and inverters,10.43
## area by class of cell
| type | instances | area, um2 |
|---|---|---|
| timing repair buffer | 14 | 136.4 |
| multi-input combinational | 12 | 133.9 |
| tap | 46 | 57.56 |
| inverter | 4 | 15.01 |
| fill | 408 | 3073 |
## worst max-delay path, stage by stage
cell	delay, ps
dlygate4sd2_1	250
fa_2	390
inv_1	90
fa_2	430
inv_1	60
clkdlybuf4s50_1	460
## placed cells by master, fill, tap and decap left out, drive strengths merged
| master | Yosys | routed |
|---|---|---|
| ha | 3 | 3 |
| dlygate4sd2 | 0 | 3 |
| fa | 2 | 2 |
| clkdlybuf4s50 | 0 | 11 |
| nand2b | 1 | 1 |
| inv | 4 | 4 |
| nor2b | 1 | 1 |
| a21o | 1 | 1 |
| xnor2 | 2 | 2 |
| a21oi | 1 | 1 |
| o21ai | 1 | 1 |
## worst min path at each step
stage | end | slack (ps) | from | cells after the start
6_report | sum[0] | 2060 | a[0] | 3
5_1_grt | sum[0] | 2090 | a[0] | 3
4_1_cts | sum[0] | 2060 | a[0] | 3
## layer usage
layer  global-route usage, %  vias up  wire (um)
met5                       0        -          0
met4                       0        0          0
met3                   1.818        0        174
met2                   1.605       12        140
met1                   1.724       64        189
li1                        -       78          -
## through the flow
step / TNS (ps) / util (%) / cells / power, mW
floorplan: 0 / - / 16 / 0.01783
finish: 0 / 10.04 / 76 / 0.05672
CTS: 0 / 10.04 / 76 / 0.05837
detailed placement: -248.4 / 10.00 / 76 / 0.05833
global placement: -201.2 / 10.00 / 76 / 0.05797
global route: 0 / 10.04 / 76 / 0.06395
Power figures rest on the tool's default switching activity, not on a simulated workload.
