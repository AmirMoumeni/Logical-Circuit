==> design.v <==
`timescale 1ns/1ns
module ALUq2 (input [15:0] A,B, input C, input [2:0]opc , output reg[15:0]w , output reg neg,zer); 
reg [15:0]add1 , add2, shb;
assign shb=B>>1;
assign a1 = (opc==3'b000) ?~A : A;  
assign a2 =(opc==3'b010) ? (A+B) :(opc == 3'b011) ? ({B[15],shb[14:0]}) : 1'b1;
always @(opc , A ,B ,C , w)begin
w=0;
zer =0;
neg =0;
case(opc)
3'd4: w = A&B; 
3'd5: w = A|B; 
3'd6: w={A[7:0] , B[7:0]};
default: w=a1 + a2;
endcase
zer = w == 0;
neg = w[15];
end
endmodule
==> run.sh <==
#!/bin/bash
# OpenROAD 26Q1-2900-gdf79404cd8, Yosys 0.63+post, stock flow scripts
make -C /OpenROAD-flow-scripts/flow DESIGN_CONFIG=/design/flow/config.mk WORK_HOME=/design/flow/orfs finish
==> config.mk <==
export PLATFORM = sky130hd
export DESIGN_NAME = ALUq2
export DESIGN_NICKNAME = ALUq2
export VERILOG_FILES = /design/flow/design.v
export SDC_FILE = /design/flow/constraint.sdc
export NUM_CORES = 4
export LEC_CHECK = 1
export CORE_AREA = 10 10 76 76
export DIE_AREA = 0 0 86 86
==> constraint.sdc <==
current_design ALUq2

set clk_period 3.2
set clk_io_pct 0.2

create_clock -name clk0 -period $clk_period

set non_clock_inputs [all_inputs -no_clocks]
set_input_delay [expr $clk_period * $clk_io_pct] -clock clk0 $non_clock_inputs
set_output_delay [expr $clk_period * $clk_io_pct] -clock clk0 [all_outputs]
==> ci_impl_report.md <==
### Flow metrics

| Metric | Value |
|---|---|
| Wire length of the first global-routing pass | 4.61 mm |
| Die x size | 86 um |
| Chip area | 7400 um2 |
| WP data arrival | approximately 2.5 ns |
| Max Transition Viols Final | 0 |
| Last weighted congestion value of the routability-driven placer | between 0.8 and 0.9 |
| Initial DRC count | roughly 47 |
| Type of destination of the critical path | output pin |
| DRC violation count after routing | 0 |
| Number of clock buffers in the layout | 0 |
| DRT Pass-1 Iters | 4 |
| Mapped cell area | 577 um2 |
| Total number of vias | roughly 960 |
| Data required time at the worst endpoint | between 2 and 3 ns |
| Core utilization before placement | between 10 and 15% |
| Number of OpenROAD warnings | 35 |
| Number of buffers inserted to repair setup after CTS | 0 |
| Die span in y | 86 um |
| Max-cap violation count | 0 |
| Top area contributor share | 11.3% |
| Detailed-route vias per instance | around 4.3 |
| Diodes inserted | 0 |
| Sum of negative setup slack | 0 ns |
| Number of antenna violations at the first check in global routing | 0 |
| Adder and majority cell fraction of the synthesized area | under 10% |
| Largest cells by area after synthesis | sky130_fd_sc_hd__a21oi_1 11%, sky130_fd_sc_hd__o21ai_0 9.5%, sky130_fd_sc_hd__ha_1 6.5% |
| I/O pin count | around 54 |
| Setup repair after global routing missed its margin | yes |
| Yosys stat chip area | slightly below 600 um2 |
| Proportion of power drawn by flip-flops and latches | 0% |
| Mux area share | 0% |
| Power density of the placed cells | ~130 nW/um2 |
| Yosys top cell by area | sky130_fd_sc_hd__a21oi_1 |
| Share of the clock period used by the worst path | about 98% |
| DP HPWL | about 2.5 mm |
| Type of the worst setup path | in -> out |
| Setup crit start kind | input pin |
| AND/OR/NAND/NOR Cells, Area Fraction | 34.1% |
| Total GRT Usage | around 7.4% |
| Leak | between 0.6 and 0.7 nW |
| Final worst path period need | about 3.1 ns |
| Total count of hold-check failures in the final report | 0 |
| Net switching component of the power | 0.0000659 W |
| Number of rows created at floorplan | 23 |
| Fraction of synthesized cell area in xor and xnor cells | 1.52% |
| Final-report setup violation count | 0 |
| Routed WL | around 2.9 mm |
| Grt ovf | 0 |
| Number of buffer cells added on primary ports | about 53 |
| Hold slack | 2.08 ns |
| Placeable core region | ~4100 um2 |
| Maximum fanout encountered on the critical timing path | 13 |
| Area used by sequential logic in the layout | 0 um2 |
| Worst slew slack as a fraction of its limit | a little under three quarters |
| Fraction of power consumed by combinational cells | 100.0% |
| Ao+oa area frac | 46.9% |
| Comb area leader | AND-OR/OR-AND gates |
| Area Overhead vs Synth | 151% |
| Maximum operating frequency | between 0.3 and 0.4 GHz |
| Layout cell share with drive strength beyond 1 | between 20% and 30% |
| Pin count of the biggest net entering global routing | 14 |
| Total internal power | ~0.00013 W |
| Peak ir drop on the vdd network | just over 0.05 mV |
| Worst min path class | in -> out |
| Synth warnings | 4 |
| Post-Route Utilization | about a third |
| Flip-flop and latch count | 0 |
| Transition time at the pin with the least slew margin | about 0.43 ns |
| Count of instantiated cells in the yosys netlist | just over 90 |
| Post-synthesis instance total | approximately 91 |
| Power, Total | around 0.00019 W |
| Routed len/inst | 13.0 um |
| Average cell area after synthesis | ~6.3 um2 |
| Sw Ratio | around a third |
| Result of the run | finished, final reports clean |
| Sequential fraction of the synthesis area | 0% |
| Relative contribution of the clock network to total power | 0% |
| Vias in the first global route | about 980 |
| Count of nets left with antenna violations after detail routing | 0 |
| Synth unique cells | 28 |
[cell families (layout without fill, tap and decap cells)]
family | after synthesis | count (layout)
compound gates | 40 | 40
simple gates | 35 | 35
buf+inv | 12 | 97
fa+ha+maj | 3 | 3
xor+xnor | 1 | 1
[through the flow]
| stage | instances | setup WS [ns] | area, um2 |
|---|---|---|---|
| 2_1_floorplan | 91 | 0.654 | 577 |
| 3_3_place_gp | 226 | -0.501 | 1430 |
| 3_5_place_dp | 226 | -0.500 | 1430 |
| 4_1_cts | 226 | 0.00917 | 1430 |
| 5_1_grt | 226 | -0.0996 | 1450 |
| 6_report | 226 | 0.0738 | 1450 |
[path summary, 6_finish.rpt]
path                  startpoint  endpoint  slack (ns)  cells after the start
worst max-delay path      opc[0]       zer        0.07                      8
worst min-delay path      opc[2]       zer        2.08                      7
[cell type report]
type / instances / area (um2)
fill: 454 / 2670
timing repair buffer: 93 / 842
multi-input combinational: 79 / 531
tap: 50 / 62.6
inverter: 4 / 15.0
[critical path, cell delays in order]
cell                              delay, ns
sky130_fd_sc_hd__dlygate4sd2_1         0.37
sky130_fd_sc_hd__buf_4                 0.24
sky130_fd_sc_hd__nand2b_1              0.14
sky130_fd_sc_hd__o221ai_1              0.19
sky130_fd_sc_hd__nor4_2                0.27
sky130_fd_sc_hd__o21ai_0               0.16
sky130_fd_sc_hd__nor4_2                0.25
sky130_fd_sc_hd__clkdlybuf4s15_1       0.22
[metal layers]
layer | routed length [um] | track usage (%) | share of wire (%) | vias to the layer above
met4 | 0 | 0 | 0 | 0
met1 | 1470 | 10.6 | 50 | 407
met2 | 1220 | 11.0 | 41 | 35
li1 | - | - | - | 521
met5 | 0 | 0 | 0 | -
met3 | 252 | 2.38 | 8.6 | 0
[synth_stat cells (all sizes together)]
cell	instances
a211oi	1
a21bo	1
a21boi	1
a21oi	13
a221oi	3
and2	1
buf	8
ha	3
inv	4
nand2	8
nand2b	6
nand3	1
nand4b	3
nor2	5
nor2b	1
nor3	7
nor4	3
o2111ai	1
o211ai	1
o21a	3
o21ai	11
o221a	3
o221ai	2
xnor2	1
[power groups by stage]
stage	clock network, W	registers (W)	logic, W
CTS	0	0	0.000193
global route	0	0	0.000213
finish	0	0	0.000193
[cell usage in the layout, fill, tap and decap left out, types with 2 or more instances in the layout]
cell type and n:
sky130_fd_sc_hd__nand2_1 8, sky130_fd_sc_hd__nor3_1 6, sky130_fd_sc_hd__o21a_1 3, sky130_fd_sc_hd__o221a_2 2, sky130_fd_sc_hd__dlygate4sd2_1 3, sky130_fd_sc_hd__ha_1 3
sky130_fd_sc_hd__nor2_1 5, sky130_fd_sc_hd__o221ai_1 2, sky130_fd_sc_hd__a21oi_1 13, sky130_fd_sc_hd__nand2b_1 6, sky130_fd_sc_hd__clkdlybuf4s50_1 47, sky130_fd_sc_hd__buf_4 39
sky130_fd_sc_hd__clkdlybuf4s15_1 2, sky130_fd_sc_hd__a221oi_1 2, sky130_fd_sc_hd__nor4_2 3, sky130_fd_sc_hd__nand4b_1 3, sky130_fd_sc_hd__inv_1 4, sky130_fd_sc_hd__o21ai_0 11
[timing repair]
item,CTS,global route
resized,7,4
pin swaps,2,1
endpoints found under the setup margin,13,9
hold buffers,0,0
Power is estimated from default activity; no workload was simulated.
