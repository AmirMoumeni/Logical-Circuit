--- flow/config.mk ---
export PLATFORM = sky130hd
export DESIGN_NAME = ALU
export DESIGN_NICKNAME = ALU
export VERILOG_FILES = /design/flow/design.v
export SDC_FILE = /design/flow/constraint.sdc
export NUM_CORES = 4
export LEC_CHECK = 1
export CORE_UTILIZATION = 40
--- flow/run.sh ---
#!/bin/bash
# OpenROAD 26Q1-2900-gdf79404cd8, Yosys 0.63+post, stock flow scripts
make -C /OpenROAD-flow-scripts/flow DESIGN_CONFIG=/design/flow/config.mk WORK_HOME=/design/flow/orfs finish
--- flow/constraint.sdc ---
current_design ALU

set clk_period 9.7
set clk_io_pct 0.2

create_clock -name clk0 -period $clk_period

set non_clock_inputs [all_inputs -no_clocks]
set_input_delay [expr $clk_period * $clk_io_pct] -clock clk0 $non_clock_inputs
set_output_delay [expr $clk_period * $clk_io_pct] -clock clk0 [all_outputs]
--- flow/design.v ---
`timescale 1ns/1ns
module ALU (input [15:0] A,B, input C, input [2:0]opc , output reg[15:0]w , output reg neg,zer);
always @(opc , A ,B, C ,w)begin
w=16'b0;
neg=1'b0;
zer=1'b0;
case(opc)
3'd0: w=~A+1'b1;
3'd1: w=A+1'b1;
3'd2: w= A+B+C;
3'd3: w=A+ (B>>1'b1);
3'd4: w=A&B;
3'd5: w=A|B;
3'd6: w={A[7:0] , B[7:0]};
endcase
zer = w == 0;
neg = w[15];
end
endmodule
==> flow_summary.toml <==
# physical design summary
[drt]
iteration_0_drc_count_of_the_detailed_router = 187
drtPass1Iterations = 5
drc = 0
ant_nets = 0
insertedDiodeCount = 0
wirelength_um = 9880
drt-vias-per-instance = 5.93
wl_per_cell_um = 17.3
route.vias.total = 3385

[worst_setup_path]
required_time_of_the_critical_path_ps = 7760
worst_setup_start_kind = "input pin"
worstSetupEndpointType = "primary output"
cp_data_arrival_time_ps = 6830
critPathKind = "in2out"
timing.critical_path.fanout_max = 10

[synthesis]
postSynthSeqShare_pct = 0
post_synth_top_area_share_pct = 19.8
yosysWarningCount = 1
ys_types = 66
postSynthAreaPerCell_um2 = 6.99
post_synth_instance_area_um2 = 3040
netlist_instances = 435
synthTopCellsByArea = "sky130_fd_sc_hd__ha_1 20%, sky130_fd_sc_hd__xnor2_1 5.8%, sky130_fd_sc_hd__inv_1 5.6%, sky130_fd_sc_hd__o21ai_0 5.4%, sky130_fd_sc_hd__a21oi_1 4.6%"
most_common_cell = "sky130_fd_sc_hd__ha_1"
synth-cells-yosys = 435
chip_area_line_of_the_yosys_report_um2 = 3040
netlist_top_cells_count = "48 x sky130_fd_sc_hd__ha_1, 45 x sky130_fd_sc_hd__inv_1, 33 x sky130_fd_sc_hd__o21ai_0"
largest_area_cell = "sky130_fd_sc_hd__ha_1"

[clock_tree]
cell_resize_tally_after_clock_tree_synthesis = 0
post_cts.repair.setup_buffers = 0
cts.hold.buffers_added = 0

[final_timing]
post-route-min-period_ps = 8770
achievable-frequency_mhz = 114
hold_viol = 0
timing_max_transition_violations_final = 0
fin_tns_setup_ps = 0
worstMarginPinSlew_ps = 866
grt_setup_unrepaired = "false"
max_slew_margin_pct = 41.6
layout_worst_path_cycle_share_pct = 90.4
setup_violations = 0

[job]
drv.max_cap_violation_count = 0
openroad.warnings = 49

[status]
run_status = "completed"

[floorplanning]
die_area_um2 = 7950
dieHeight_um = 89.2
top_level_ports = 54
core_area_um2 = 7290
rows = 31
die_x_um = 89.2
floorplan.initialDensity_pct = 41.7

[placed_design]
place.port_buffers = 54
gpl.final_weighted_congestion = 0.971
place_area_um2 = 3610
post-dp-hpwl_um = 7780

[cells_and_area]
comb_area_um2 = 2730
post_route_cells_drive_above_1_share_pct = 4.66
area_growth_syn_to_layout_pct = 18.9
area.sequential_um2 = 0
fillers = 784
nFlopsAndLatches = 0
final.clkbuf_count = 0
design_area_um2 = 3610

[power_and_ir_drop]
total_power_mw = 0.179
ir_drop_v = 0.0000235
leakagePower_nw = 1.64
powerDensity_nw_per_um2 = 49.5

[worst_hold_path]
hp-class = "in2out"
min_path_cells = 6
min_delay_worst_endpoint = "w[2]"
worstHoldStart = "B[2]"

[global_routing]
grt_first_pass_wirelength_um = 15700
maximum_number_of_pins_on_one_net_before_global_route_repair = 42
grt_util_all_layers_pct = 26.1
grt_pass1_vias = 3041
grt_remaining_overflow = 0
antenna_found_initial = 0
==> stage by stage <==
step | std cells | utilization [%] | setup WS, ps | hold WS, ps
after detailed placement | 571 | 49.5 | 950 | 5080
after floorplan | 435 | - | 1940 | 4070
after CTS | 571 | 49.5 | 942 | 5080
after global routing | 571 | 49.5 | 627 | 5120
final | 571 | 49.5 | 927 | 5090
after global placement | 571 | 49.5 | 1040 | 5070
==> cell usage in the layout, fill, tap and decap left out, drive strengths merged, types with 4 or more instances in the layout <==
cell type | Yosys | routed
buf | 6 | 6
and2 | 5 | 5
nor3 | 8 | 8
or4 | 6 | 6
ha | 48 | 48
or3b | 5 | 5
nand2b | 9 | 9
xnor2 | 20 | 20
o32ai | 4 | 4
o211ai | 5 | 5
inv | 45 | 45
nor2b | 5 | 5
nor4 | 5 | 5
or3 | 4 | 4
clkdlybuf4s50 | 0 | 54
o22ai | 14 | 14
a22oi | 5 | 5
o21ai | 33 | 33
o31ai | 5 | 5
o221ai | 5 | 5
mux2i | 9 | 9
a21oi | 28 | 28
and3 | 16 | 16
nor2 | 23 | 23
nand3 | 8 | 8
nand2 | 27 | 27
xor2 | 8 | 8
a21o | 9 | 9
==> how the worst max path moves through the flow <==
| stage | start | end | depth (start not counted) |
|---|---|---|---|
| after CTS | opc[0] | zer | 14 |
| after global routing | opc[0] | zer | 14 |
| final | opc[0] | zer | 14 |
==> area by class of cell <==
type,count,share of cell area [%]
Inverter,45,4.68
Multi-Input combinational cell,367,75.7
Timing Repair Buffer,60,16.2
Tap cell,99,3.43
==> routing by layer <==
layer | GRT usage (%) | vias to the layer above | share of wire (%)
li1 | - | 1698 | -
met1 | 39.4 | 1576 | 48
met5 | 0 | - | 0
met4 | 2.31 | 0 | 0.80
met3 | 1.59 | 6 | 5.3
met2 | 42.7 | 105 | 46
==> cell families after synthesis <==
group	count (synthesis)	synth area share [%]
AOI/OAI and AO/OA	149	33.1
xor gates and xnor gates	28	8.07
adders and majority gates	51	21.7
buffers and inverters	68	10.0
muxes	10	3.33
and+or+nand+nor	129	23.7
==> critical path, cell delays in order <==
cell,delay (ps)
sky130_fd_sc_hd__clkdlybuf4s50_1,470
sky130_fd_sc_hd__nor2b_1,540
sky130_fd_sc_hd__nand3_1,150
sky130_fd_sc_hd__ha_1,260
sky130_fd_sc_hd__fa_1,410
sky130_fd_sc_hd__a21o_1,230
sky130_fd_sc_hd__a21oi_1,180
sky130_fd_sc_hd__xnor2_1,90
sky130_fd_sc_hd__a211o_1,300
sky130_fd_sc_hd__or4_1,540
sky130_fd_sc_hd__or4_1,440
sky130_fd_sc_hd__or4b_1,550
sky130_fd_sc_hd__nor4_2,230
sky130_fd_sc_hd__clkdlybuf4s50_1,500
==> where the power goes <==
part	total, mW	switching, mW	internal [mW]
sequential	0	0	0
clock	0	0	0
combinational	0.179	0.0939	0.0849
total	0.179	0.0939	0.0849
Power is estimated from default activity; no workload was simulated.
